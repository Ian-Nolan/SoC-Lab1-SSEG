<file path="design/flow/run.sh">
#!/bin/bash
# OpenROAD 26Q1-2900-gdf79404cd8, Yosys 0.63+post, stock flow scripts
make -C /OpenROAD-flow-scripts/flow DESIGN_CONFIG=/design/flow/config.mk WORK_HOME=/design/flow/orfs finish
</file>
<file path="design/flow/config.mk">
export PLATFORM = sky130hd
export DESIGN_NAME = hex_to_sseg
export DESIGN_NICKNAME = hex_to_sseg
export VERILOG_FILES = /design/flow/design.v
export SDC_FILE = /design/flow/constraint.sdc
export NUM_CORES = 4
export LEC_CHECK = 1
export CORE_AREA = 10 10 70 70
export DIE_AREA = 0 0 80 80
</file>
<file path="design/flow/constraint.sdc">
current_design hex_to_sseg

set clk_period 1.5
set clk_io_pct 0.2

create_clock -name clk0 -period $clk_period

set non_clock_inputs [all_inputs -no_clocks]
set_input_delay [expr $clk_period * $clk_io_pct] -clock clk0 $non_clock_inputs
set_output_delay [expr $clk_period * $clk_io_pct] -clock clk0 [all_outputs]
</file>
<file path="design/flow/design.v">
`timescale 1ns / 1ps
module hex_to_sseg(
    input   logic [3:0] hex_in,
    input   logic dp,
    output  logic [7:0] sseg
    );
    always_comb begin
        case (hex_in)
            4'h0: sseg[6:0] = 7'b1000000;
            4'h1: sseg[6:0] = 7'b1111001;
            4'h2: sseg[6:0] = 7'b0100100;
            4'h3: sseg[6:0] = 7'b0110000;
            4'h4: sseg[6:0] = 7'b0011001;
            4'h5: sseg[6:0] = 7'b0010010;
            4'h6: sseg[6:0] = 7'b0000010;
            4'h7: sseg[6:0] = 7'b1111000;
            4'h8: sseg[6:0] = 7'b0000000;
            4'h9: sseg[6:0] = 7'b0010000;
            4'ha: sseg[6:0] = 7'b0001000;
            4'hb: sseg[6:0] = 7'b0000011;
            4'hc: sseg[6:0] = 7'b1000110;
            4'hd: sseg[6:0] = 7'b0100001;
            4'he: sseg[6:0] = 7'b0000110;
            default: sseg[6:0] = 7'b0001110;
        endcase
        sseg[7] = dp;
    end
endmodule
</file>
==> flow_metrics.rpt <==
PHYSICAL IMPLEMENTATION REPORT
----------------------------------------------------
[Timing]
  Upper clock frequency limit ........................ 600 MHz
  Final period util ........................ 111%
  Setup-failing EPs final ........................ 4
  Unrepaired setup endpoints after global routing ........................ yes
  Fin worst setup slack ........................ -0.167 ns
  Number of pins with negative max-slew slack in the final report ........................ 0
  Worst-Margin Slew ........................ 0.139 ns
  Remaining max-slew budget at the tightest pin ........................ 90.4%
  Min cycle time layout ........................ 1.67 ns
  Hold Fails Final Rpt ........................ 0

[Synth]
  Register share after synthesis ........................ 0%
  Syn Inst Count ........................ 33
  Area of the synthesized netlist per yosys stat ........................ 283 um^2
  Summed instance area of the synthesized netlist ........................ 283 um^2
  Average cell area after synthesis ........................ 8.57 um^2
  Warnings from Yosys ........................ 1
  Count of instantiated cells in the yosys netlist ........................ 33
  Cell Type Count ........................ 16

[Placement]
  Worst setup slack after placement ........................ -1.04 ns
  Cell count after placement ........................ 97
  Final weighted congestion of routability-driven global placement ........................ 0.705
  Count of input and output buffers ........................ 11

[Routing]
  DRT Pass-1 Iters ........................ 3
  DR vias/cell ........................ 3.23
  Routed wire length per instance ........................ 9.34 um
  Post-route antenna net violation count ........................ 0
  Violation count after the first detailed-route iteration ........................ 14
  Routed Wire Length ........................ 953 um
  Antenna diode instance count ........................ 0
  DRC ........................ 0
  Vias post-DR ........................ 329

[Run status]
  Violated checks ........................ negative setup slack
  Result of the run ........................ finished, violations left

[Cells and area]
  Clk_buf instances ........................ 0
  Fill cells ........................ 376
  Core occupancy in the finished layout ........................ 17.4%
  Layout sequential cell count ........................ 0
  Sequential standard cell area ........................ 0 um^2
  Syn-to-layout area delta ........................ 111%
  Top Layout Cells ........................ sky130_fd_sc_hd__buf_4 (8), sky130_fd_sc_hd__buf_2 (6), sky130_fd_sc_hd__buf_6 (6)
  Layout Cells excl Fill ........................ 102
  Share of final-layout standard cells stronger than drive strength 1 ........................ 64.3%
  Most common cell after layout, fill and taps aside ........................ sky130_fd_sc_hd__buf_4

[Floorplan]
  Starting density of the core ........................ 8.28%
  Horiz. Die Dim ........................ 80 um
  Vertical die dimension ........................ 80 um
  Total core area ........................ 3420 um^2
  Number of primary I/O pins ........................ 13
  Standard-cell row count ........................ 21
  Area of the die ........................ 6400 um^2

[Power]
  Power density over cell area ........................ 246 nW/um^2
  Worst IR Drop VDD ........................ 0.0347 mV
  P_leak ........................ 0.000282 uW

[Worst setup path]
  Worst EP required ........................ 1.20 ns
  Crit-path leading delay family ........................ simple AND/OR/NAND/NOR gates
  Crit path largest cell delay ........................ 0.35 ns
  List of cells traversed by the critical path ........................ buf_8 > inv_8 > ha_4 > and2b_2 > or3b_1 > o21ai_1 > buf_2
  Data arrival time of the critical path ........................ 1.37 ns
  Worst setup SP type ........................ input pin
  Critical Path End Type ........................ output port
  Worst path bufs/invs ........................ 3
  Cell with the largest stage delay on the worst path ........................ sky130_fd_sc_hd__or3b_1
  Crit path kind ........................ in -> out
  Maximum fanout count along the critical path ........................ 4

[Global route]
  Antenna violations before repair ........................ 0
  Total overflow reported by the global router ........................ 0
  Largest net degree at the start of global routing ........................ 6
  First-pass GRT wire length ........................ 1390 um
  Number of global-route vias before repair ........................ 324
  Aggregate global-route resource usage ........................ 2.52%

[Worst hold path]
  Worst hold path class ........................ in -> out

[Run]
  Number of warnings in the stage logs ........................ 40
  Number of max-cap violations ........................ 0

----------------------------------------------------
[timing repair]
item,in CTS,in global routing
hold buffers,0,0
gates resized,61,5
gates cloned,1,0
pin swaps,7,5
setup buffers,3,1
endpoints found under the setup margin,7,6
[final cells by class]
type | count | area, um^2 | share of cell area [%]
tap | 46 | 57.6 | 9.66
timing repair buffer | 26 | 220 | 37.0
inverter | 3 | 21.3 | 3.57
multi-input combinational | 27 | 297 | 49.8
[power by group]
| group | total [uW] | leakage [uW] | internal (uW) | switching (uW) |
|---|---|---|---|---|
| Clock | 0 | 0 | 0 | 0 |
| Combinational | 146 | 0.000282 | 87.9 | 58.4 |
| Sequential | 0 | 0 | 0 | 0 |
| Total | 146 | 0.000282 | 87.9 | 58.4 |
[cells by family (layout without fill, tap and decap cells)]
kind of cell             Yosys count  count (layout)  share of synthesized area (%)
AND-OR/OR-AND                      6               6                           15.0
adder cells (fa/ha/maj)            7               7                           31.0
buffers and inverters              6              29                           12.4
multiplexers                       6               6                           27.4
AND/OR/NAND/NOR                    8               8                           14.2
[Yosys cell counts, drive strengths merged]
| cell type | number | share of area, % |
|---|---|---|
| inv | 3 | 4.0 |
| ha | 7 | 31 |
| a21oi | 1 | 1.8 |
| a22o | 2 | 6.2 |
| nor2 | 5 | 6.6 |
| nand2 | 1 | 1.3 |
| mux2i | 4 | 14 |
| or3b | 1 | 3.1 |
| a32o | 1 | 3.5 |
| buf | 3 | 8.4 |
| o21ai | 2 | 3.5 |
| and2b | 1 | 3.1 |
| mux4 | 1 | 9.3 |
| mux2 | 1 | 4.0 |
[metal layers]
| layer | vias up | routed length, um | global-route usage, % |
|---|---|---|---|
| li1 | 161 | - | - |
| met1 | 163 | 437 | 2.65 |
| met2 | 5 | 497 | 5.38 |
| met3 | 0 | 18 | 0.227 |
| met4 | 0 | 0 | 0 |
| met5 | - | 0 | 0 |
[worst paths after layout]
check / from / endpoint / slack, ns / depth (start not counted)
hold / removal: dp / sseg[7] / 0.60 / 0
setup / recovery: hex_in[1] / sseg[0] / -0.17 / 7
[metrics by stage]
step / hold WS, ns / power [uW] / instance area [um^2] / setup TNS, ns
5_1_grt: 0.600 / 158 / 596 / -0.582
4_1_cts: 0.600 / 142 / 593 / -0.473
2_1_floorplan: 0.666 / 50.1 / 283 / 0
3_5_place_dp: 0.600 / 122 / 502 / -6.11
3_3_place_gp: 0.600 / 122 / 502 / -5.97
6_report: 0.600 / 146 / 596 / -0.471
Power and IR drop assume default switching activity.
