`flow/design.v`:
```
`timescale 1ns / 1ps
module barrel_shifter(
    input   logic tick,
    input   logic rst,
    input   logic dir,
    input   logic [7:0] in_value,
    output  logic [7:0] out
    );
    reg [7:0] out_temp;
    always_ff @(posedge tick, posedge rst) begin
        if (rst) begin
            out_temp = 8'b00000100;
        end
        else begin
            case (dir)
                1'b0: out_temp = {in_value[6:0], in_value[7]};
                1'b1: out_temp = {in_value[0], in_value[7:1]};
            endcase
        end
    end
    assign out = out_temp;
endmodule
```
`flow/run.sh`:
```
#!/bin/bash
# OpenROAD 26Q1-2900-gdf79404cd8, Yosys 0.63+post, stock flow scripts
make -C /OpenROAD-flow-scripts/flow DESIGN_CONFIG=/design/flow/config.mk WORK_HOME=/design/flow/orfs finish
```
`flow/config.mk`:
```
export PLATFORM = sky130hd
export DESIGN_NAME = barrel_shifter
export DESIGN_NICKNAME = barrel_shifter
export VERILOG_FILES = /design/flow/design.v
export SDC_FILE = /design/flow/constraint.sdc
export NUM_CORES = 4
export LEC_CHECK = 1
export CORE_AREA = 10 10 70 70
export DIE_AREA = 0 0 80 80
```
`flow/constraint.sdc`:
```
current_design barrel_shifter

set clk_period 1.0
set clk_io_pct 0.2

create_clock -name clk0 -period $clk_period [get_ports {tick}]

set non_clock_inputs [all_inputs -no_clocks]
set_input_delay [expr $clk_period * $clk_io_pct] -clock clk0 $non_clock_inputs
set_output_delay [expr $clk_period * $clk_io_pct] -clock clk0 [all_outputs]
```
==> results.env <==
FRACTION_OF_THE_CORE_AREA_OCCUPIED_BY_CELLS_AT_FLOORPLAN=0.09853
CRITICAL_PATH_BUF_INV_COUNT=1
LAYOUT.CELLS.NON_FILLER=87
PLACED_CELLS=83
POST_ROUTE_CELLS_DRIVE_ABOVE_1_SHARE=0.5366
STARTPOINT_TYPE='flip-flop'
DESIGN.PORTCOUNT=19
AVGSYNTHCELLAREA_UM2=18.70
CTS_HOLD_BUF=0
DRTANTENNAVIOLNETS=0
WORST_SLEW_PIN_SLEW_PS=268.8
VIAS_PER_CELL=2.575
CTS_BUFFER_COUNT=3
FINAL.SETUP.WORST_SLACK_PS=-43.56
FINALHOLDVIOLATIONS=0
PRECTSSETUPSLACK_PS=-243.3
LOG.WARNING_COUNT=27
POST_SYNTH_NUM_CELL_TYPES=5
DETAIL_ROUTE.WIRELENGTH_UM=785
CLOCK_POWER_SHARE=0.340
DETAIL_ROUTE.WL_PER_CELL_UM=9.023
FINAL-SETUP-VIOL-COUNT=1
YOSYS.AREA.TOP_TYPE_SHARE=0.5204
FP.COREAREA_UM2=3416
WORSTPATHARRIVAL_PS=840
DRT_FIRST_ITER_VIOLATIONS=1
CTS_ROOT_BUFFER='clkbuf_4'
TYPE_OF_ELEMENT_CAPTURING_THE_CRITICAL_PATH='output pin'
POST-CTS-SETUP-BUFFERS=0
SYNTH-EDFF-COUNT=0
SYN_AREA_UM2=336.6
YS_ASYNC_SR_FRACTION=1.000
FINAL_CELL_AREA_UM2=564.3
PATH_DELAY_FAMILY='flip-flops'
CRITICAL-PATH-SLOWEST-CELL='dfstp_2'
CTS_TREE='done'
YS_DOMINANT_REG_CELL='dfrtp_1'
ROUTE.VIAS.TOTAL=224
DESIGN.DIE.AREA_UM2=6400
POWER_DENSITY_nW_PER_UM2=1299
FIN_HOLD_WS_PS=190.7
CP_CELL_SEQUENCE='buf_2'
CTS.SINKS=8
YS_CELLS=18
COMBPWRFRAC=0.173
IO_BUFFERS=18
DIE_WIDTH_UM=80
CLOCK.FMAX_GHz=0.9583
VDD.IR_DROP.WORST_uV=377.9
GLOBALPLACE.CONGESTION=0.6824
ANTENNA_FOUND_INITIAL=0
MAX_SLEW_MARGIN=0.8206
WORSTSETUPPATHTYPE='reg2out'
INSERTEDDIODECOUNT=0
WORSTPATHREQUIRED_PS=800
TIMING.CRITICAL_PATH.SLOWEST_CELL_DELAY_PS=510
SYN_INST=18
FIRST_PASS_GRT_WIRE_LENGTH_UM=1179
RSZ_0062_RAISED_AFTER_GLOBAL_ROUTING='true'
DRCVIOLATIONCOUNT=0
MIN_PATH_TYPE='in2async'
FAILED_CHECKS='negative setup slack'
FLOW.AREA_GROWTH_FROM_SYNTHESIS_PCT=67.66
SYNTH-WARNING-COUNT=1
GRT_USE_TOTAL=0.02420
POSTSYNTHREGISTERBITS=8
TOTAL_SWITCHING_POWER_uW=137.7
DEPTH_OF_THE_CTS_H_TREE=1
CHIPHEIGHT_UM=80
CTSLONGESTPATHBUFFERS=2
STANDARD_CELL_AREA_AFTER_DETAILED_PLACEMENT_UM2=578.1
P_INT_uW=595.4
FINAL.MIN_CLOCK_PERIOD_PS=1044
SEQUENTIALPOWERSHARE=0.487
FINAL_MAX_SLEW_VIOL_COUNT=0
NUMBER_OF_FLIP_FLOPS_UNDER_THE_LARGEST_REGISTER_NAME=8
SYNTH_SEQ_SHARE=0.5985
AREA_LEADER_NETLIST='dfrtp_1'
CLKSLEWWORSTSETUPHOLDPATHS_PS=50
CRIT_PATH_MAX_FANOUT=1
SYNTH-AREA-YOSYS_UM2=336.6
STATUS='complete, but fails checks'
DETAILEDROUTE.FIRSTPASSITERATIONCOUNT=2
SWITCHING_PART_OF_THE_TOTAL=0.1878
GRT_START_MAX_NET_PINS=9
NUMBER_OF_GLOBAL_ROUTE_VIAS_BEFORE_REPAIR=243
NETLIST_TOP_CELLS_AREA='dfrtp_1, mux2_4, dfstp_2'
FINALCLOCKPERIODUSAGE=1.044
NUM_ROWS=21
YOSYS.CELL_COUNT.TOP_TYPE='mux2_4'
DRV.MAX_CAP_VIOLATION_COUNT=0
GLOBALROUTEOVERFLOWTOTAL=0
P_LEAK_uW=0.0002583
SYNTH.TOP_CELLS.BY_COUNT='mux2_4, dfrtp_1, buf_6, dfstp_2, inv_1'
## power by group through the flow
stage / clock [µW] / combinational (µW) / sequential (µW)
after CTS: 263 / 132 / 358
after global routing: 286 / 139 / 361
final: 249 / 127 / 357
## what timing repair did
action | CTS | global route
setup endpoints to repair | 8 | 1
gates resized | 24 | 0
hold endpoints to repair | 0 | 0
## worst max path at each step
stage,startpoint,end,cells past startpoint
4_1_cts,out_temp[2]$_DFF_PP1_,out[2],1
5_1_grt,out_temp[2]$_DFF_PP1_,out[2],1
6_report,out_temp[2]$_DFF_PP1_,out[2],1
## placed cells by master (no fill, tap or decap)
master and n:
buf_4 2, mux2_4 8, buf_2 8, inv_1 1, dfrtp_1 7, clkbuf_1 1
dfstp_2 1, clkdlybuf4s50_1 10, clkbuf_4 3
## logic make-up after synthesis
group                  share of synthesized area
multiplexers                              0.3569
buffers and inverters                    0.04460
flip-flops                                0.5985
## routing by layer
metal	vias up	part of all wire	track usage	wire length [µm]
met3	4	0.054	0.01023	42
li1	105	-	-	-
met5	-	0	0	0
met1	101	0.37	0.02225	293
met2	14	0.51	0.04254	402
met4	0	0.059	0.01585	46
## area by class of cell
class	instances	area, µm²
Timing Repair Buffer	20	155.1
Inverter	1	3.754
Tap cell	46	57.56
Multi-Input combinational cell	8	120.1
Sequential cell	8	201.4
Clock buffer	4	26.28
Fill cell	404	2851
## metrics by stage
step           total power [µW]    util  setup TNS [ps]
3_5_place_dp              520.2  0.1692           -2073
5_1_grt                   786.3  0.1652          -90.62
3_3_place_gp              518.2  0.1692           -2055
6_report                  733.1  0.1652          -43.56
2_1_floorplan             412.8       -               0
4_1_cts                   753.6  0.1652          -64.33
Power is estimated from default activity; no workload was simulated.
